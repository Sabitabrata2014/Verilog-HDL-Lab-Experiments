**config.mk**
```make
export PLATFORM = sky130hd
export DESIGN_NAME = fsm_moore
export DESIGN_NICKNAME = fsm_moore
export VERILOG_FILES = /design/flow/design.v
export SDC_FILE = /design/flow/constraint.sdc
export NUM_CORES = 4
export LEC_CHECK = 1
export CORE_AREA = 10 10 70 70
export DIE_AREA = 0 0 80 80
```
**constraint.sdc**
```tcl
current_design fsm_moore

set clk_period 2.7
set clk_io_pct 0.2

create_clock -name clk0 -period $clk_period [get_ports {clock}]

set non_clock_inputs [all_inputs -no_clocks]
set_input_delay [expr $clk_period * $clk_io_pct] -clock clk0 $non_clock_inputs
set_output_delay [expr $clk_period * $clk_io_pct] -clock clk0 [all_outputs]
```
**design.v**
```verilog
module fsm_moore(w,clock,reset,y);
input clock;  
input reset;  
input w;  
output reg y;  
parameter  A = 4'b0000, B = 4'b0001, C = 4'b0010, D = 4'b0011, E = 4'b0100,
F = 4'b0101, G = 4'b0110, H = 4'b0111, I = 4'b1000;
reg [3:0] current_state, next_state;  
always @(posedge clock, posedge reset)
begin
 if(reset==1) 
 current_state <= A; 
 else
 current_state <= next_state;  
end 
always @(current_state,w)
begin
 case(current_state)
 A:begin
  if(w==1)
   next_state = F;
  else
   next_state = B;
 end
 B:begin
  if(w==1)
   next_state = F;
  else
   next_state = C;
 end
 C:begin
  if(w==1)
   next_state = F;
  else
   next_state = D;
 end
 D:begin
  if(w==1)
   next_state = F;
  else
   next_state = E;
 end
 E:begin
  if(w==1)
   next_state = F;
  else
   next_state = E;
 end
 F:begin
  if(w==1)
   next_state = G;
  else
   next_state = B;
 end
 G:begin
  if(w==1)
   next_state = H;
  else
   next_state = B;
 end
 H:begin
  if(w==1)
   next_state = I;
  else
   next_state = B;
 end
 I:begin
  if(w==1)
   next_state = I;
  else
   next_state = B;
 end
 default:next_state = A;
 endcase
end
always @(current_state)
begin
 case(current_state) 
 A:   y = 0;
 B:   y = 0;
 C:   y = 0;
 D:   y = 0;
 E:   y = 1;
 F:   y = 0;
 G:   y = 0;
 H:   y = 0;
 I:   y = 1;
 default:  y = 0;
 endcase
end 
endmodule
```
**run.sh**
```bash
#!/bin/bash
# OpenROAD 26Q1-2900-gdf79404cd8, Yosys 0.63+post, stock flow scripts
make -C /OpenROAD-flow-scripts/flow DESIGN_CONFIG=/design/flow/config.mk WORK_HOME=/design/flow/orfs finish
```
==> Slide: Implementation Results <==
Synthesis and Place & Route Summary

Final timing
  • Post-layout min period: 2100 ps
  • Tcrit/Tclk final: 0.777
  • RSZ-0062 raised after global routing: no
  • Fmax: 0.477 GHz
  • Final Hold Fails: 0
  • Max-slew violations: 0
  • Worst hold margin: 489 ps
  • Rel. slew slack: 0.818
  • Final setup fails: 0
  • Setup tns final: 0 ps
  • Actual slew at the worst max-slew pin: 272 ps
  • Setup Skew: 3.08 ps

Global route
  • Gr usage total: 0.0165
  • Total grt overflow: 0
  • Largest net degree at the start of global routing: 10
  • First-pass GRT wire length: 848 um
  • Initial antenna violation count: 0
  • Number of global-route vias before repair: 183

Pwr
  • Net Sw Power: 118 uW
  • Comb pwr share: 0.323
  • Sequential Power Share: 0.435
  • Worst vdd ir: 0.139 mV
  • PwrDens: 947 nW/um2
  • Clock power share: 0.242
  • Sw Ratio: 0.373
  • Leakage: 0.000120 uW
  • Internal power: 199 uW
  • Power Total: 317 uW

Routing
  • Detail Route Antenna Nets: 0
  • Drt total wl: 527 um
  • ANT cells: 0
  • Via count: 208
  • Initial DRT Pass Iterations: 4
  • Vias per cell: 2.74
  • Wirelength per Cell: 6.93 um
  • Initial DRC Count: 26
  • DRC: 0

Job
  • OpenROAD warnings: 25
  • Max-cap violations: 0

Setup path
  • Crit path DRT: 2160 ps
  • Critical path arrival: 1560 ps
  • Endpoint class of the critical path: primary output
  • Setup CP Type: flip-flop to primary output
  • Max Fanout on Critical Path: 9
  • CP Launch Type: flip-flop

Final layout
  • Area Overhead vs Synth: 36.2%
  • Layout fillers: 400
  • Regs by FF count: current_state x4
  • Max reg flops: 4
  • Largest reg by FF count: current_state
  • Final instance area: 334 um2
  • Share of layout cells above drive strength 1: 0.133

Synthesis
  • Synth Flop Type: dfrtp_1
  • Synthesized cell area: 245 um2
  • Synth Seq Share: 0.408
  • Top cells by count: 5 x a21oi_1, 4 x dfrtp_1, 3 x inv_1, 3 x o21ai_0
  • Number of enable flip-flop cells: 0
  • FFs w/ async S/R, synth: 1.00
  • Yosys chip area: 245 um2
  • Leading area contributor after synthesis: dfrtp_1
  • Cell Type Count: 14
  • Syn avg cell area: 9.08 um2
  • Synth warn: 1
  • Area leader share: 0.408
  • Top cells by area, synth: dfrtp_1 41%, a21oi_1 10%, xnor2_1 7.1%, o21ai_0 6.1%, buf_6 4.6%
  • Ys cells: 27
  • Syn Inst Count: 27
  • Count leader, synth: a21oi_1
  • Flops out of synthesis: 4

Floorplanning
  • Starting Density: 0.0718
  • Die ar.: 6400 um2
  • Chip width: 80 um
  • I/O pins: 4
  • Die y size: 80 um
  • Core ar.: 3420 um2
  • FP Rows: 21

Clock network
  • CTS Buffer Depth: 2
  • Root Buffer: clkbuf_4
  • Hold bufs inserted after CTS: 0
  • Clock-pin slew on the worst setup and hold paths: 40 ps
  • Post-CTS sizing: 0
  • H-tree levels: 1
  • Num CTS Buffers: 3
  • CTS tree: done
  • Sinks on Clock Net: 4
  • Clk latency of the worst-skew pair: 240 ps
  • Post-CTS Setup Inserts: 0

Hold path
  • Hold/Removal Path Class: input port to asynchronous set/reset pin

Placement
  • I/O Buffers: 3
  • GPL Wtd Cong: 0.812
  • DP HPWL: 381 um
  • Area after DPL: 312 um2

Status
  • Outcome: finished, final reports clean
==> cell usage in the layout, fill, tap and decap left out <==
master	n
a21oi_1	5
a31o_2	1
clkbuf_4	3
clkdlybuf4s50_1	3
dfrtp_1	4
inv_1	3
nand4b_1	1
nor3_1	2
o21ai_0	3
or3b_1	1
or4b_1	1
xnor2_1	2
xor2_1	1
==> worst paths after layout <==
check                                            from                         end  slack (ps)  cells past startpoint
hold / removal                                  reset  current_state[3]$_DFF_PP0_         490                      2
hold reg to reg            current_state[3]$_DFF_PP0_  current_state[2]$_DFF_PP0_         550                      1
setup / recovery           current_state[2]$_DFF_PP0_                           y         600                      3
max in group asynchronous                       reset  current_state[0]$_DFF_PP0_        2060                      2
min in group clk0          current_state[3]$_DFF_PP0_  current_state[2]$_DFF_PP0_         550                      1
setup reg to reg           current_state[2]$_DFF_PP0_  current_state[3]$_DFF_PP0_        1490                      2
==> critical path, cell delays in order (launching register included) <==
cell and delay (ps):
dfrtp_1 460, xnor2_1 160, nor3_1 180, clkdlybuf4s50_1 510
==> power by group through the flow <==
stage / combinational [uW] / sequential, uW / clock [uW]
after CTS: 105 / 137 / 78.6
after global routing: 118 / 146 / 84.1
final: 102 / 138 / 76.5
==> final cells by class <==
type / count / area, um2 / share of cell area
Sequential cell: 4 / 100 / 0.300
Timing Repair Buffer: 3 / 30.0 / 0.0899
Tap cell: 46 / 57.6 / 0.172
Inverter: 3 / 11.3 / 0.0337
Multi-Input combinational cell: 17 / 113 / 0.337
Clock buffer: 3 / 22.5 / 0.0674
==> cells by family (layout without fill, tap and decap cells) <==
logic type             Yosys count  after routing  synth area share
AND-OR/OR-AND                    9              9             0.199
XOR/XNOR                         3              3             0.107
buffers and inverters            6              9             0.133
flip-flops                       4              4             0.408
AND/OR/NAND/NOR                  5              5             0.153
==> metrics by stage <==
stage	worst slack (ps)	cells	utilization
3_3_place_gp	792	73	0.0912
5_1_grt	459	76	0.0978
4_1_cts	527	76	0.0978
6_report	603	76	0.0978
3_5_place_dp	804	73	0.0912
2_1_floorplan	1510	27	-
==> routing by layer <==
metal	track usage	share of wire	up-vias	wire [um]
li1	-	-	98	-
met5	0	0	-	0
met3	0.0114	0.12	2	64
met2	0.0209	0.47	10	248
met1	0.0220	0.40	98	210
met4	0.00352	0.0095	0	5
No activity file was given, so power comes from the tool's default toggle rates.
