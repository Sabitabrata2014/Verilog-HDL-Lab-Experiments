==> /design/flow/design.v <==
module alu16(a,b,en,op,alu);
input [15:0] a,b;
input en;
input [3:0] op;
output reg [31:0] alu;
always @(a,b,en,op)
begin
if (en==1'b1)
case (op)
4'b0001:alu=a+b;
4'b0010:alu=a-b;
4'b0011:alu=~a;
4'b0100:alu=a*b;
4'b0101:alu=a&b;
4'b0110:alu=a|b;
4'b0111:alu=~(a&b);
4'b1000:alu=a^b;
default:alu=32'b0;
endcase
else alu=32'bZ;
end
endmodule
==> /design/flow/run.sh <==
#!/bin/bash
# OpenROAD 26Q1-2900-gdf79404cd8, Yosys 0.63+post, stock flow scripts
make -C /OpenROAD-flow-scripts/flow DESIGN_CONFIG=/design/flow/config.mk WORK_HOME=/design/flow/orfs finish
==> /design/flow/config.mk <==
export PLATFORM = sky130hd
export DESIGN_NAME = alu16
export DESIGN_NICKNAME = alu16
export VERILOG_FILES = /design/flow/design.v
export SDC_FILE = /design/flow/constraint.sdc
export NUM_CORES = 4
export LEC_CHECK = 1
export CORE_UTILIZATION = 50
==> /design/flow/constraint.sdc <==
current_design alu16

set clk_period 13.0
set clk_io_pct 0.2

create_clock -name clk0 -period $clk_period

set non_clock_inputs [all_inputs -no_clocks]
set_input_delay [expr $clk_period * $clk_io_pct] -clock clk0 $non_clock_inputs
set_output_delay [expr $clk_period * $clk_io_pct] -clock clk0 [all_outputs]
==> results.txt <==
Flow results.

- Once placement finished, the instance area stood at 12300 µm².
- According to the timing report, the critical path is captured at alu[29].
- The max-capacitance violation count is 0.
- The cell type that accounts for the most area after synthesis is sky130_fd_sc_hd__fa_1.
- The pin slew with the least headroom to its limit is approximately 0.87 ns.
- The leakage component of the power is just over 6 nW.
- The critical path data required time is roughly 10 ns.
- The critical-path maximum fanout is 15.
- There are 0 flip-flops and latches.
- After layout, the design draws a total of approximately 0.0034 W.
- The synthesis log from Yosys contains 2 warnings.
- The largest net degree at the start of global routing is 32.
- The HPWL after detailed placement is slightly below 30000 µm.
- STA classifies the critical path startpoint as an input port.
- Setup repair after global routing left no endpoint under its margin.
- The switching portion of total power comes to 0.602.
- The wire length recorded after detailed routing is between 30000 and 40000 µm.
- Per the post-synthesis stats, the area per cell is 7.81 µm².
- Once layout is done, the placed cells without fillers occupy roughly 12000 µm².
- Summed over all layers, the global routing overflow is 0.
- The flow ran to the end, and the final reports show no timing, DRC or antenna violations.
- The number of diodes is 0.
- The min-delay analysis places its worst path in the category input port to primary output.
- For this design the total switching power over the nets is roughly 0.0021 W.
- The highest metal layer with signal wires is met4.
- The first-pass GRT wire length is 56800 µm.
- The via count of the first global-routing pass came to between 10000 and 15000.
- The count of tool warnings is approximately 65.
- Of the synthesized area, sequential elements account for 0.
- The report puts the hold buffer count at CTS at 0.
- The relative contribution of the clock network to total power is 0.
- Once placement completed, the tool counted placed cells totaling around 1800.
- The length of the first detailed-routing pass in iterations is 5.
- The global-route total usage across every layer is 0.353.
- Summed over all nets, wire length on met3 after detailed routing comes to 3870 µm.
- The area share of the largest cell type after synthesis is 0.354.
- The placement row count is about 54.
- The share of total power dissipated in combinational logic is 1.000.
- The post-cts sizing count is 0.
- The maximum achievable frequency is roughly 80 MHz.
- Per the OpenROAD floorplan log, the area of the core is 21800 µm².
- The floorplan-stage core utilization is 0.508.
- Of the available clock period, the critical path in the final layout requires 0.969.
- The main area contributors are sky130_fd_sc_hd__fa_1 35%, sky130_fd_sc_hd__ha_1 17%, sky130_fd_sc_hd__inv_1 9.4%.
- Summing over every cut layer, the via total after detailed routing is 9943.
- From synthesis to final layout, the design area changed by 10.5%.
- The final hold violation count is 0.
- The power report attributes to the sequential group a share of 0.
- The number of antenna violations at the first check in global routing is 0.
- The post-CTS setup buffer count is 0.
- From bottom edge to top edge, the die measures roughly 150 µm.
- After routing, the total negative slack on setup checks comes to 0 ns.
- The detailed router finished its first iteration with slightly above 500 violations.
- The die outline area is around 23000 µm².
- The shortest clock period the worst path allows after layout is approximately 13 ns.
- Of the cells placed in the final design, the portion with a size suffix greater than 1 is 0.0563.
- Setup slack on the worst path after placement came out at 0.589 ns.
- The total DRC errors in the routed layout is 0.
- Once routing completed, OpenROAD measured the worst setup slack at between 0.3 and 0.4 ns.
- In the final report, the number of pins over their slew limit comes to 0.
- The residual antenna-violating net count after detailed routing is 0.
- Registers take 0 µm².
- The post-synthesis cell count is roughly 1400.
- Pin placement for this block handled slightly below 70 I/O pins.
- The count of unique library cells instantiated by Yosys is 74.
- The headroom to the max-slew limit is 0.416.
- Ranking logic cells in the layout by count gives the top entries 277 x sky130_fd_sc_hd__inv_1, 196 x sky130_fd_sc_hd__fa_1, 168 x sky130_fd_sc_hd__nand2_1.
- The class of the most critical setup path is input port to primary output.
- The internal power is 0.00136 W.
- Counting only logic cells after layout, the most numerous master is sky130_fd_sc_hd__inv_1.
- The stat command in Yosys gives a chip area of roughly 11000 µm².
- The met2 wire length is 15900 µm.
- The worst endpoint data arrival time is around 10 ns.
- The mapped cell area is 11100 µm².
- The setup violation total in the final timing report is 0.
- After detailed routing, the number of vias per cell comes to between 5 and 6.
- The start point of the critical path is b[4].
- The congestion estimate from routability-driven global placement came to 0.981.
- In the per-layer breakdown of the detailed-route log, met1 shows roughly 14000 µm.
- The script computed a power per unit cell area of 279 nW/µm².
- The worst setup path is captured at a primary output.
- The worst-case IR drop observed on VDD is approximately 560 µV.
- The cell count in the Yosys report is approximately 1400.
- Dividing the detail-routed wire length by the instance count gives roughly 20 µm.
- The number of standard cells in the final layout excluding fillers is between 1500 and 2000.
- The number of I/O port buffers is 68.
- The chip width is roughly 150 µm.
- The final layout report lists a clock buffer count of 0.
critical path: stages:
cell and delay, ns:
sky130_fd_sc_hd__clkdlybuf4s50_1 0.51, sky130_fd_sc_hd__inv_1 0.61, sky130_fd_sc_hd__nor2_1 0.14, sky130_fd_sc_hd__fa_1 0.56
sky130_fd_sc_hd__inv_1 0.05, sky130_fd_sc_hd__fa_1 0.45, sky130_fd_sc_hd__fa_1 0.51, sky130_fd_sc_hd__inv_1 0.05
sky130_fd_sc_hd__fa_1 0.48, sky130_fd_sc_hd__fa_1 0.49, sky130_fd_sc_hd__inv_1 0.05, sky130_fd_sc_hd__fa_1 0.47
sky130_fd_sc_hd__inv_1 0.06, sky130_fd_sc_hd__ha_1 0.38, sky130_fd_sc_hd__a21oi_1 0.43, sky130_fd_sc_hd__nor2_1 0.07
sky130_fd_sc_hd__a211oi_1 0.49, sky130_fd_sc_hd__nor4b_1 0.29, sky130_fd_sc_hd__buf_4 0.19, sky130_fd_sc_hd__nor3_1 0.10
sky130_fd_sc_hd__a41oi_1 0.31, sky130_fd_sc_hd__xor2_1 0.12, sky130_fd_sc_hd__o21ai_2 0.12, sky130_fd_sc_hd__clkdlybuf4s50_1 0.46
Yosys cell counts, types with 6 or more instances:
master                     instances
sky130_fd_sc_hd__inv_1           277
sky130_fd_sc_hd__a31oi_1          11
sky130_fd_sc_hd__xnor2_1          25
sky130_fd_sc_hd__and3_1            7
sky130_fd_sc_hd__nand2b_1         11
sky130_fd_sc_hd__a221oi_1          8
sky130_fd_sc_hd__o21a_1            7
sky130_fd_sc_hd__a21o_1           14
sky130_fd_sc_hd__o21ai_2           7
sky130_fd_sc_hd__or3_1             9
sky130_fd_sc_hd__buf_1             6
sky130_fd_sc_hd__clkbuf_1         57
sky130_fd_sc_hd__a211oi_1         10
sky130_fd_sc_hd__o211ai_1         10
sky130_fd_sc_hd__o21bai_1          9
sky130_fd_sc_hd__clkinv_1          6
sky130_fd_sc_hd__nand3_1          16
sky130_fd_sc_hd__o22ai_1          23
sky130_fd_sc_hd__nor2b_1           6
sky130_fd_sc_hd__a21oi_1          63
sky130_fd_sc_hd__fa_1            196
sky130_fd_sc_hd__nand2_1         168
sky130_fd_sc_hd__nand4_1           7
sky130_fd_sc_hd__nor3_1           14
sky130_fd_sc_hd__o21ai_0          40
sky130_fd_sc_hd__ha_1            152
sky130_fd_sc_hd__xor2_1           13
sky130_fd_sc_hd__nor2_1          164
metal layers:
layer | global-route usage | vias to the layer above
met1 | 0.479 | 4735
met5 | 0 | -
li1 | - | 4649
met4 | 0.118 | 0
met2 | 0.542 | 461
met3 | 0.125 | 98
stage by stage:
stage	hold slack (ns)	util
2_1_floorplan	5.37	-
3_3_place_gp	6.53	0.562
3_5_place_dp	6.53	0.562
4_1_cts	6.52	0.562
5_1_grt	6.62	0.562
6_report	6.54	0.562
power by group through the flow:
stage	combinational (W)	clock [W]	sequential, W
CTS	0.00344	0	0
global route	0.00388	0	0
finish	0.00342	0	0
logic make-up after synthesis:
family | Yosys count | share of synthesized area
AND-OR/OR-AND | 254 | 0.157
XOR/XNOR | 38 | 0.0300
adder cells (fa/ha/maj) | 348 | 0.525
buffers and inverters | 354 | 0.123
multiplexers | 1 | 0.000902
AND/OR/NAND/NOR | 425 | 0.165
area by class of cell:
cell class | count | area (µm²)
multi-input combinational | 1066 | 9750
inverter | 285 | 1070
tap | 280 | 350
timing repair buffer | 123 | 1090
fill | 2070 | 9560
how the worst min path moves through the flow:
stage     endpoint  cells after the start  start
6_report    alu[0]                      5  op[0]
5_1_grt     alu[4]                      5   a[4]
4_1_cts     alu[0]                      5  op[0]
Power figures rest on the tool's default switching activity, not on a simulated workload.
