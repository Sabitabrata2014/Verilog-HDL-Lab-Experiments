==> flow/design.v <==
module comp(a,b,altb,aeqb,agtb);
input [3:0] a,b;
output altb,aeqb,agtb;
wire x3,x2,x1,x0;
assign x3 = ~(a[3] ^ b[3]);
assign x2 = ~(a[2] ^ b[2]);
assign x1 = ~(a[1] ^ b[1]);
assign x0 = ~(a[0] ^ b[0]);
assign aeqb = (x3 & x2 & x1 & x0);
assign agtb = ((a[3] & (~ b[3])) | (a[2] & (~ b[2]) & x3) | (a[1] & (~ b[1]) & x3 & x2) | (a[0] & (~b[0]) & x3 & x2 & x1));
assign altb = (((~ a[3]) & b[3]) | ((~ a[2]) & b[2] & x3) | ((~ a[1]) & b[1] & x3 & x2) |((~ a[0]) & b[0] & x3 & x2 & x1));
endmodule
==> flow/run.sh <==
#!/bin/bash
# OpenROAD 26Q1-2900-gdf79404cd8, Yosys 0.63+post, stock flow scripts
make -C /OpenROAD-flow-scripts/flow DESIGN_CONFIG=/design/flow/config.mk WORK_HOME=/design/flow/orfs finish
==> flow/config.mk <==
export PLATFORM = sky130hd
export DESIGN_NAME = comp
export DESIGN_NICKNAME = comp
export VERILOG_FILES = /design/flow/design.v
export SDC_FILE = /design/flow/constraint.sdc
export NUM_CORES = 4
export LEC_CHECK = 1
export CORE_AREA = 10 10 70 70
export DIE_AREA = 0 0 80 80
==> flow/constraint.sdc <==
current_design comp

set clk_period 2.7
set clk_io_pct 0.2

create_clock -name clk0 -period $clk_period

set non_clock_inputs [all_inputs -no_clocks]
set_input_delay [expr $clk_period * $clk_io_pct] -clock clk0 $non_clock_inputs
set_output_delay [expr $clk_period * $clk_io_pct] -clock clk0 [all_outputs]
==> impl_metrics.ini <==
; flow metrics
[worst_setup_path]
path_max_fanout = 3
critPathMaxStageDelay_ps = 480
cp_top_family = buffers and inverters
crit_slowest_cell = clkdlybuf4s50_1
critPathLaunchType = input port
crit_path_frequent_cell = clkdlybuf4s50_1
crit_required_ps = 2160
critPathBufInv = 3
path_class = input port to output port
end_kind = output port
cp.arrival_ps = 2090
cp_cell_sequence = clkdlybuf4s50_1 > inv_1 > ha_1 > a21oi_1 > o21ai_1 > clkdlybuf4s50_1

[power]
max-vdd-ir-drop_mv = 0.0128
total_power_uw = 41.1
combPwrFrac = 1.000
p_sw_uw = 14.8
power.share.clock = 0
seqPwrFrac = 0
netSwitchingFraction = 0.361
power.density_nw_per_um2 = 116
leakage_uw = 0.000160
internal_power_uw = 26.3

[synthesis]
syn_area_sq_um = 173
synth.yosys.warnings = 0
syn-instance-count = 24
synth_area_per_cell_sq_um = 7.19
ys_chip_area_sq_um = 173
synthDistinctLibCells = 6
ys_seq_frac = 0
yosys_cells = 24

[route]
drt_first_pass_iters = 2
drc = 0
drt_iter0_markers = 1
via_count = 182
wl_um = 541
wl_per_cell_um = 6.68
num_antenna_cells = 0
antenna_left = 0
viasPerCell = 2.25

[run]
warnings = 36
maxCapViolCount = 0

[global_routing]
grt_max_degree = 5
grt_antenna_before_repair = 0
grt.overflow.total = 0
grt_usage = 0.0152
gr-usage-met3 = 0.00795
grt_pass1_wl_um = 793
grt_pass1_vias = 193
busiest_layer = met2
use_met2 = 0.0297
grtUsageMet1 = 0.0145

[floorplan]
dieHeight_um = 80
rows = 21
num_io_pins = 11
dieWidth_um = 80
design.die.area_sq_um = 6400
core-area_sq_um = 3420
fp_util = 0.0505

[sta]
worst_pin_slew_ps = 137
fin_crit_sh = 0.972
hold_viol_final = 0
relSlewSlack = 0.909
setup_ws_ps = 74.3
fmax_ghz = 0.381
finalMaxSlewViolations = 0
setup_viol = 0
min_period_ps = 2630

[status]
outcome = complete, no violations

[layout]
flops = 0
ff_latch_area_sq_um = 0
clkbuf_count = 0
utilization = 0.103
finalInstanceArea_sq_um = 353
drive_gt1_frac = 0.0286
fin_cells = 81
syn2layout_area_growth_pct = 104

[placement]
dp_slack_ps = 30.7
place_hpwl_um = 504
place_congestion = 0.629
dpl_cell_area_sq_um = 340
place_inst = 81
portBuffers = 11

[worst_hold_path]
hp-class = input port to output port

[clock_tree]
post_cts_buffers = 0
==> through the flow <==
| step | hold WS, ps | setup TNS [ps] |
|---|---|---|
| after floorplan | 1260 | 0 |
| after global placement | 2280 | 0 |
| after detailed placement | 2290 | 0 |
| after CTS | 2290 | 0 |
| after global routing | 2340 | -29.2 |
| final | 2280 | 0 |
==> cells in the final DEF, fill, tap and decap left out, drive strengths merged <==
cell and n:
and4 1, inv 8, a21oi 4, o21ai 2, nand2 1, clkdlybuf4s50 11
ha 8
==> timing repair <==
item,4_1_cts,5_1_grt
resized,0,1
hold buffers,0,0
setup endpoints to repair,0,2
==> worst paths after layout <==
kind | from | end | slack (ps) | cells past startpoint
max | a[1] | agtb | 70 | 6
min | b[0] | altb | 2280 | 5
==> cell type report <==
cell class | count | area (sq um)
multi-input combinational | 16 | 155
inverter | 8 | 30.0
tap | 46 | 57.6
timing repair buffer | 11 | 110
fill | 406 | 3060
==> cells in the mapped netlist, drive strengths merged <==
cell type  instances  area (sq um)
ha                 8           100
inv                8          30.0
and4               1          8.76
o21ai              2          10.0
a21oi              4          20.0
nand2              1          3.75
==> cells by family (layout without fill, tap and decap cells) <==
logic type                 count (synthesis)  count (layout)  synth area share
and+or+nand+nor                            2               2            0.0725
adders and majority gates                  8               8             0.580
AOI/OAI and AO/OA                          6               6             0.174
buffers and inverters                      8              19             0.174
==> routing by layer <==
layer  routed length (um)  vias to the layer above
met5                    0                        -
met4                    0                        0
met3                   63                        0
met2                  272                        6
met1                  205                       78
li1                     -                       98
==> tightest hold or removal path, stage by stage <==
cell             delay [ps]
clkdlybuf4s50_1         420
ha_1                    180
a21oi_1                 120
o21ai_1                  70
clkdlybuf4s50_1         400
==> power groups by stage <==
stage | Clock, uW | Combinational, uW | Sequential, uW
4_1_cts | 0 | 39.6 | 0
5_1_grt | 0 | 47.5 | 0
6_report | 0 | 41.1 | 0
No activity file was given, so power comes from the tool's default toggle rates.
